<file path="./constraint.sdc">
current_design fifo

set clk_period 410.8
set clk_io_pct 0.2

create_clock -name clk0 -period $clk_period [get_ports {clk}]

set non_clock_inputs [all_inputs -no_clocks]
set_input_delay [expr $clk_period * $clk_io_pct] -clock clk0 $non_clock_inputs
set_output_delay [expr $clk_period * $clk_io_pct] -clock clk0 [all_outputs]
</file>
<file path="./run.sh">
#!/bin/bash
# OpenROAD 26Q1-2900-gdf79404cd8, Yosys 0.63+post, stock flow scripts
make -C /OpenROAD-flow-scripts/flow DESIGN_CONFIG=/design/flow/config.mk WORK_HOME=/design/flow/orfs finish
</file>
<file path="./design.v">
package pkg_strings;
    parameter S_CRLF = 9'd0;
    parameter S_hello_world = 9'd3;
    parameter S_startup_message = 9'd16;
    parameter S_waiting = 9'd46;
    parameter S_detect_full = 9'd72;
    parameter S_detect_low = 9'd100;
endpackage
module bram #(
    parameter DW = 8,
    parameter AW = 9
) (
    input                   clk,
    input                   rd,
    input       [AW-1:0]    raddr,
    input                   wr,
    input       [AW-1:0]    waddr,
    input       [DW-1:0]    din,
    output reg  [DW-1:0]    dout
);
    reg [DW-1:0] ram [2**AW-1:0];
    always @(posedge clk) begin
        if (rd)
            dout <= ram[raddr];
        if (wr)
            ram[waddr] <= din;
    end
endmodule
module fifo #(
    parameter DW = 8,
    parameter AW = 9
)(
    input   clk, rst,
    input   wr,
    input   [DW-1:0] din,
    input   rd,
    output  [DW-1:0] dout,
    output logic valid,
    output logic full, empty
);
    logic [AW:0] readpointer, writepointer;
    logic wrbram, rdbram;
    bram my_bram(
        .clk,
        .rd(rdbram),
        .raddr(readpointer[AW-1:0]),  
        .wr(wrbram),
        .waddr(writepointer[AW-1:0]),
        .din,
        .dout
    );
    always_ff @(posedge clk) begin
        if (rst) begin
            readpointer     <= '0;
            writepointer    <= '0;
            valid           <= '0;
        end
        else begin
            if (wr && ~full) begin
                writepointer <= writepointer + 1;
            end
            valid <= '0;
            if (rd && ~empty) begin
                readpointer <= readpointer + 1;
                valid <= '1;
            end
        end
    end
    always_comb begin
        full = '0;
        empty = '0;
        if (readpointer[AW-1:0] == writepointer[AW-1:0]) begin
            if (readpointer[AW] == writepointer[AW]) begin
                empty = '1;  
            end else begin
                full = '1;  
            end
        end
        if (wr && ~full)
            wrbram = '1;
        else
            wrbram = '0;
        if (rd && ~empty)
            rdbram = '1;
        else
            rdbram = '0;
    end
endmodule
</file>
<file path="./config.mk">
export PLATFORM = sky130hd
export DESIGN_NAME = fifo
export DESIGN_NICKNAME = fifo
export VERILOG_FILES = /design/flow/design.v
export SDC_FILE = /design/flow/constraint.sdc
export NUM_CORES = 4
export LEC_CHECK = 1
export CORE_UTILIZATION = 30
</file>
==> results.cfg <==
; synthesis and place-and-route metrics
[timing]
fin_tns_setup_ns = 0
slew_headroom_pct = 14.1
period_minus_slack_ns = 85.73
max_freq_mhz = 11.7
maxSlewViolCount = 0
skew_ns = 0.0657
worst_pin_slew_ns = 1.28
setup_violations = 0
finalCritPeriodShare_pct = 20.9
rsz0062_at_grt = false
hold_viol_final = 0

[synthesis]
netlist_area_um2 = 160000
syn_inst = 7053
synth-edff-count = 4104
yosysUniqueCellTypes = 67
syn_area_per_cell_um2 = 22.7
most_common_cell = edfxtp_1
yosysTopAreaCell = edfxtp_1
ys.warnings.count = 2
area_leaders = edfxtp_1, mux4_2, nor2_1
seq_area_frac_synth_pct = 77.3
netlist_top_cells_count = edfxtp_1, mux4_2, nor2_1
ys_ff = 4125
synthArstFlopShare_pct = 0
ys.flop_type = edfxtp_1
synth_top_area_share_pct = 77.0
ys_chip_area_um2 = 160000
ys_cells = 7053

[run_status]
status = completed

[grt]
antenna_found_initial = 15
grt_max_degree = 94
grt_pass1_vias = 87600
globalRouteOverflowTotal = 0
grt_pass1_wl_mm = 638
grt.total_usage_pct = 17.9

[power_and_ir_drop]
comb_power_share_pct = 10.6
p_total_mw = 0.944
vdd_drop_max_mv = 0.00491
p_sw_mw = 0.214
switching_share_pct = 22.7
p_leak_nw = 54.1
seqPwrFrac_pct = 49.2
power_report.internal_total_mw = 0.730
power.density_nw_per_um2 = 5.17
p_clk_share_pct = 40.2

[route]
drt_iter0_markers = 5480
drc = 0
dr_total_vias = 76000
vias_per_cell = 5.18
avgRoutedWirePerCell_um = 30.6
wl_mm = 448
firstDrtPassIters = 6
ant_nets = 0

[layout]
drive_gt1_share_pct = 27.8
nFillCells = 47700
syn2layout_area_growth_pct = 14.1
final_cells = 14700
design_area_um2 = 183000

[place]
dp_hpwl_mm = 279
place_area_um2 = 169000
place.gp.congestion = 0.939
io_buffers = 22
post-place-cells = 13900

[critical_path]
startpoint_type = register
worstSetupPathType = register to primary output
slowest_stage = dfxtp_4
reg2reg_depth = 11
required_ns = 328.64
critPathMaxStageDelay_ns = 0.76
cp-end-kind = primary output
path_cells = xor2_1, nor4_1, nand3_1, nor2b_1, clkdlybuf4s50_1
cp_data_arrival_time_ns = 3.57
worstPathMaxFanout = 30
rr_startpoint = readpointer[0]
timing.rr.end = my_bram.dout[4]
ff2ff_setup_slack_ns = 403.86

[clocking]
clk_pin_slew_ns = 0.06
cts-htree-levels = 5
hold_buffers = 0
root_buffer = clkbuf_16
tritoncts = yes
clock-sinks = 4125
cts_buffers = 407
clk_latency_ns = 0.99
cts_buffer_depth = 4
ctsResizeCount = 0
postCtsSetupRepairBufs = 0

[floorplanning]
initCoreUtil_pct = 30.2
die_w_um = 732
die-area_um2 = 536000
io_pins = 23
core_um2 = 530000
fp-row-count = 267
die_h_um = 732

[worst_hold_path]
worstHoldStart = writepointer[9]
hold_path_class = register to register
hold_depth = 2
hold_path_end = writepointer[9]

[flow_run]
cap_violations = 0
log.warning_count = 29
==> how the worst max path moves through the flow <==
stage,slack [ns],endpoint,start,cells after the start
finish,325.07,full,readpointer[0],5
CTS,324.84,full,readpointer[0],5
global route,324.80,full,readpointer[0],5
==> per-stage QoR <==
stage	setup WS, ns	utilization (%)	hold WS, ns
after floorplan	326.73	-	0.498
after global placement	324.79	31.9	0.512
after detailed placement	324.75	31.9	0.526
after CTS	324.84	34.4	0.550
after global routing	324.80	34.4	0.590
final	325.07	34.5	0.551
==> logic make-up (layout without fill, tap and decap cells) <==
logic type	count (synthesis)	count (layout)	share of synthesized area, %
buffers and inverters	445	1049	1.65
DFF	4125	4125	77.3
other	0	18	0
and+or+nand+nor	813	813	2.07
AOI/OAI and AO/OA	318	318	1.44
adders and majority gates	5	5	0.0391
xor gates and xnor gates	27	27	0.148
muxes	1320	1320	17.4
==> final cells by class <==
type / count / area, um^2 / share of cell area [%]
diodes: 18 / 45.0 / 0.0247
clock buffers: 488 / 10700 / 5.86
clock inverters: 254 / 3000 / 1.64
inverters: 10 / 47.5 / 0.0260
multi-input cells: 2483 / 34000 / 18.6
flip-flops and latches: 4125 / 124000 / 67.7
well taps: 6994 / 8750 / 4.79
repair buffers: 297 / 2460 / 1.35
==> state kept, by name (all words and copies together) (netlist names) <==
name,count
readpointer,10
writepointer,10
my_bram.ram,4096
valid,1
my_bram.dout,8
==> per-layer routing <==
layer,share of wire (%),GRT usage [%],vias to the layer above
met5,0.20,1.44,-
met4,4.3,6.02,24
met3,21,17.8,892
met2,45,25.9,6747
met1,29,17.0,37900
li1,-,-,30400
==> power groups by stage <==
| stage | Sequential, mW | Combinational, mW | Clock (mW) |
|---|---|---|---|
| 4_1_cts | 0.464 | 0.101 | 0.385 |
| 6_report | 0.464 | 0.0999 | 0.380 |
| 5_1_grt | 0.464 | 0.106 | 0.400 |
==> worst max-delay path, delay by kind of cell (launching register included) <==
family	cells	cell delay (ns)
and+or+nand+nor	3	1.22
DFF	1	0.76
buffers and inverters	1	0.49
xor gates and xnor gates	1	0.14
==> cell usage in the layout, fill, tap and decap left out, drive strengths merged, types with 19 or more instances in the layout <==
cell type	synthesis	routed
nor3	23	23
nor2	580	580
bufinv	0	56
a22oi	70	70
clkinv	1	165
nor2b	19	19
nand3	25	25
o21ai	29	29
a22o	20	20
edfxtp	4104	4104
clkinvlp	0	20
mux4	1167	1167
mux2i	134	134
dfxtp	21	21
o22ai	22	22
nand2	111	111
a221oi	19	19
inv	9	23
clkbuf	160	488
a21oi	55	55
a211oi	30	30
buf	275	283
mux2	19	19
Power and IR drop assume default switching activity.
